--- config.mk ---
export PLATFORM = sky130hd
export DESIGN_NAME = vga
export DESIGN_NICKNAME = vga
export VERILOG_FILES = /design/flow/design.v
export SDC_FILE = /design/flow/constraint.sdc
export NUM_CORES = 4
export LEC_CHECK = 1
export CORE_AREA = 10 10 70 70
export DIE_AREA = 0 0 80 80
--- constraint.sdc ---
current_design vga

set clk_period 2.6
set clk_io_pct 0.2

create_clock -name clk0 -period $clk_period [get_ports {clk_50MHz}]

set non_clock_inputs [all_inputs -no_clocks]
set_input_delay [expr $clk_period * $clk_io_pct] -clock clk0 $non_clock_inputs
set_output_delay [expr $clk_period * $clk_io_pct] -clock clk0 [all_outputs]
--- design.v ---
module vga #(parameter H_RES = 640, V_RES = 480)(
		input clk_50MHz, clear,
		output reg h_sync, v_sync, bright, h_disp,
		output reg [9 : 0] h_count, v_count
	);
	parameter h_ts 	= 800;
	parameter h_tdisp = 640;
	parameter h_tpw 	= 96;
	parameter h_tfp 	= 16;
	parameter h_tbp 	= 48;
	reg flippy = 0;
	always @(negedge clear, posedge clk_50MHz)
	begin
		if(~clear) h_count = 0;
		else if(flippy)
			begin
				flippy = 0;
				if (h_count == h_tpw + h_tbp + h_tdisp + h_tfp) h_count = 0;
				else h_count = h_count + 1;
			end
		else flippy = 1;
	end
	always @(h_count)
	begin
		if(h_count == 0) h_sync = 1;
		else if (h_count == h_tpw) h_sync = 0;
		else if (h_count == h_tpw + h_tbp) h_disp = 1;
		else if (h_count == h_tpw + h_tbp + h_tdisp) h_disp = 0;
	end
endmodule 
--- run.sh ---
#!/bin/bash
# OpenROAD 26Q1-2900-gdf79404cd8, Yosys 0.63+post, stock flow scripts
make -C /OpenROAD-flow-scripts/flow DESIGN_CONFIG=/design/flow/config.mk WORK_HOME=/design/flow/orfs finish
==> deck_impl_summary.md <==
Run Summary

Hold path
  – HP Class: input port to asynchronous set/reset pin

STA
  – Register pins left without a clock: 2
  – Max Slew Vio Count: 0
  – Fin crit share: 72.7%
  – Setup Viol. Count Final: 0
  – TNS Setup: 0 ns
  – Endpoints left unconstrained: 4
  – Layout Skew: 0.00245 ns
  – Final Hold Vio Count: 0
  – RSZ-0062 raised after global routing: false
  – Minimum clock period: 1.89 ns
  – Peak Freq: 529 MHz
  – Final WS setup: 0.709 ns
  – Final hold slack: 0.544 ns

Synth
  – Synth top area cells: dfrtp_1, buf_4, xor2_1, dlxtn_1, edfxtp_1
  – AND-OR/OR-AND share of the synthesized area: 6.72%
  – Mapped Area: 763 um2
  – AND/OR/NAND/NOR Cells, Area Fraction: 24.8%
  – Xor/xnor share: 6.89%
  – Main logic family after synthesis: simple AND/OR/NAND/NOR gates
  – Ys flops: 13
  – Synth area leader: dfrtp_1
  – Number of enable flip-flop cells: 1
  – Post-synthesis cell count: 86
  – Syn Area/Cell: 8.87 um2
  – Yosys Instances: 86
  – Dominant cell area share: 32.8%
  – YS chip area: 763 um2
  – YS warnings: 13
  – Top FF cell, synth: dfrtp_1
  – Post-synth mux share: 0%
  – Ys async rst share: 76.9%
  – Adder share: 3.28%
  – Cell Type Count: 29

Routing
  – ANT cells: 0
  – DRT iter0 DRCs: 24
  – Vias/cell: 4.17
  – DRT Pass-1 Iters: 4
  – Antenna viol nets, final: 0
  – Routed wire length: 1670 um
  – Routed wire length per instance: 11.7 um
  – Via count: 597
  – DRC Markers: 0

Floorplan
  – Row cnt: 21
  – Core box area: 3420 um2
  – Floorplan utilization: 22.3%
  – Chip area: 6400 um2
  – Horiz. Die Dim: 80 um
  – Ports: 26
  – Die y size: 80 um

Worst setup path
  – CP Cell Sequence: clkdlybuf4s50_1
  – CP endpoint kind: output port
  – Crit-path slowest cell: dfrtp_1
  – R2R setup slack: 0.78 ns
  – Critical path arrival: 1.37 ns
  – Largest delay share family, worst path: flip-flops
  – Setup crit start kind: flop
  – CP Max Fanout: 12
  – Crit path required time: 2.08 ns
  – Kind of critical path: flop to output port
  – Worst-case reg-to-reg path depth: 5
  – R2r endpoint: h_count[0]
  – Bufs and invs on worst path: 1
  – Critical R2R Launch: h_count[0]
  – Slowest cell delay on critical path: 0.56 ns

Global routing
  – Largest net degree at the start of global routing: 13
  – Initial antenna violation count: 0
  – Total GRT Usage: 5.15%
  – First-pass GRT wire length: 2740 um
  – GR Overflow Total: 0
  – Vias in the first global route: 563

Final layout
  – Area Growth Syn to Fin: 19.2%
  – Share of layout cells above drive strength 1: 4.12%
  – Final Util: 26.6%
  – Filler cells: 363

Placed design
  – GP Congestion: 0.800
  – HPWL Detailed: 1280 um
  – Pre-CTS setup slack: 0.826 ns
  – PortBufs: 13

Power and ir drop
  – Power per Cell Area: 644 nW/um2
  – Leakage power: 0.375 nW
  – Peak VDD IR: 0.000123 V

Clocking
  – Worst-path clk slew: 0.07 ns
  – Total CTS buffers: 3
  – H-tree level count: 1
  – TritonCTS clock tree: yes
  – PostCTS Resize Cnt: 0
  – Hold Buf Count CTS: 0
  – Root Buffer: clkbuf_4
  – Clk Latency, worst-skew pair: 0.26 ns
  – Clock Path Buffers: 2
  – Post-CTS Setup Bufs: 0

Run
  – Tool Warnings: 26
  – Max Cap Viol: 0

Run status
  – Status: finished clean
## worst reg2reg max path, delay by kind of cell, from the launching register on
family / cells / cell delay (ns)
buffers and inverters: 1 / 0.12
adder cells (fa/ha/maj): 1 / 0.14
AND-OR/OR-AND: 1 / 0.16
AND/OR/NAND/NOR: 2 / 0.82
flip-flops: 1 / 0.45
## cells by family after synthesis
kind of cell    count (synthesis)
simple gates                   33
buf+inv                        22
flops                          11
compound gates                  9
xor+xnor                        6
fa+ha+maj                       2
latches                         2
other cells                     1
## cell type report
class                   count  area [um2]  share of cell area, %
well taps                  46        57.6                   6.33
inverters                   4        15.0                   1.65
flip-flops and latches     13         310                   34.1
clock buffers               4        26.3                   2.89
multi-input cells          62         363                   39.9
repair buffers             14         138                   15.1
## per-stage QoR
stage	instance area [um2]	cells	power, mW
floorplan	805	97	0.381
global placement	883	139	0.475
global route	910	143	0.633
CTS	910	143	0.598
finish	910	143	0.586
detailed placement	883	139	0.479
## state kept, by name (all words and copies together), names as in the netlist
| register | cells |
|---|---|
| h_sync | 1 |
| flippy | 1 |
| h_count | 10 |
| h_disp | 1 |
## synthesized netlist by cell type (all sizes together), types with 2 or more instances
cell	count
a21oi	3
buf	15
clkbuf	3
dfrtp	10
dlxtn	2
ha	2
inv	4
nand2	8
nand3	2
nand4	4
nor2	3
nor3	4
nor4	3
o21ai	3
or3	2
or4	2
xnor2	2
xor2	4
## report_power, final
part	switching, mW	total, mW	internal (mW)	leakage [nW]
sequential	0.0743	0.292	0.218	0.155
clock	0.0550	0.114	0.0593	0.0150
combinational	0.0638	0.180	0.116	0.205
## worst max path at each step
stage / startpoint / to / cells after the start
4_1_cts: h_count[5] / h_count[5] / 1
5_1_grt: h_count[0] / h_count[8] / 5
6_report: h_count[5] / h_count[5] / 1
## routing by layer
| layer | vias to the layer above | global-route usage, % | part of all wire [%] |
|---|---|---|---|
| met1 | 285 | 6.46 | 44 |
| li1 | 294 | - | - |
| met5 | - | 0 | 0 |
| met2 | 16 | 8.11 | 47 |
| met3 | 2 | 2.16 | 8.0 |
| met4 | 0 | 1.06 | 1.0 |
## layout by cell type (no fill, tap or decap), types with 2 or more instances in the layout
master	n
or3_1	2
nand4_1	4
a21oi_1	3
inv_1	4
ha_1	2
xor2_1	4
nor3_1	4
nor4_1	3
xnor2_1	2
clkbuf_4	3
o21ai_0	3
clkdlybuf4s50_1	13
dlxtn_1	2
or4_1	2
conb_1	12
nand3_1	2
nand2_1	8
dfrtp_1	10
nor2_1	3
No activity file was given, so power comes from the tool's default toggle rates.
